**./config.mk**
```make
export PLATFORM = sky130hd
export DESIGN_NAME = rx_module
export DESIGN_NICKNAME = rx_module
export VERILOG_FILES = /design/flow/design.v
export SDC_FILE = /design/flow/constraint.sdc
export NUM_CORES = 4
export LEC_CHECK = 1
export CORE_AREA = 10 10 100 100
export DIE_AREA = 0 0 110 110
```
**./run.sh**
```bash
#!/bin/bash
# OpenROAD 26Q1-2900-gdf79404cd8, Yosys 0.63+post, stock flow scripts
make -C /OpenROAD-flow-scripts/flow DESIGN_CONFIG=/design/flow/config.mk WORK_HOME=/design/flow/orfs finish
```
**./constraint.sdc**
```tcl
current_design rx_module

set clk_period 3.1
set clk_io_pct 0.2

create_clock -name clk0 -period $clk_period [get_ports {CLK}]

set non_clock_inputs [all_inputs -no_clocks]
set_input_delay [expr $clk_period * $clk_io_pct] -clock clk0 $non_clock_inputs
set_output_delay [expr $clk_period * $clk_io_pct] -clock clk0 [all_outputs]
```
**./design.v**
```verilog
module detect_module 
(
    CLK, RSTn,
	 RX_Pin_In,
	 H2L_Sig
);
    input CLK;
	 input RSTn;
	 input RX_Pin_In;
	 output H2L_Sig;
	 reg H2L_F1;
	 reg H2L_F2;
	 always @ ( posedge CLK or negedge RSTn )
	     if( !RSTn )
		      begin
				    H2L_F1 <= 1'b1;
					 H2L_F2 <= 1'b1;
				end
		  else
		      begin
				    H2L_F1 <= RX_Pin_In;
					 H2L_F2 <= H2L_F1;
				end
	assign H2L_Sig = H2L_F2 & !H2L_F1;
endmodule
module rx_bps_module
(
    CLK, RSTn,
	 Count_Sig, 
	 BPS_CLK
);
    input CLK;
	 input RSTn;
	 input Count_Sig;
	 output BPS_CLK;
	 reg [11:0]Count_BPS;
	 always @ ( posedge CLK or negedge RSTn )
	    if( !RSTn )
		     Count_BPS <= 12'd0;
		 else if( Count_BPS == 12'd1735 )
		     Count_BPS <= 12'd0;
		 else if( Count_Sig )
		     Count_BPS <= Count_BPS + 1'b1;
		 else
		     Count_BPS <= 12'd0;
    assign BPS_CLK = ( Count_BPS == 12'd868 ) ? 1'b1 : 1'b0;
endmodule
module rx_control_module
(
    CLK, RSTn,
	 H2L_Sig, RX_Pin_In, BPS_CLK, RX_En_Sig,
    Count_Sig, RX_Data, RX_Done_Sig
);
    input CLK;
	 input RSTn;
	 input H2L_Sig;
	 input RX_En_Sig;
	 input RX_Pin_In;
	 input BPS_CLK;
	 output Count_Sig;
	 output [7:0]RX_Data;
	 output RX_Done_Sig;
	 reg [3:0]i;
	 reg [7:0]rData;
	 reg isCount;
	 reg isDone;
	 always @ ( posedge CLK or negedge RSTn )
	     if( !RSTn )
		      begin 
		          i <= 4'd0;
					 rData <= 8'd0;
					 isCount <= 1'b0;
					 isDone <= 1'b0;	 
				end
		  else if( RX_En_Sig )
		      case ( i )
			       4'd0 :
					 if( H2L_Sig ) begin i <= i + 1'b1; isCount <= 1'b1; end
					 4'd1 : 
					 if( BPS_CLK ) begin i <= i + 1'b1; end
					 4'd2, 4'd3, 4'd4, 4'd5, 4'd6, 4'd7, 4'd8, 4'd9 :
					 if( BPS_CLK ) begin i <= i + 1'b1; rData[ i - 2 ] <= RX_Pin_In; end
					 4'd10 :
					 if( BPS_CLK ) begin i <= i + 1'b1; end
					 4'd11 :
					 if( BPS_CLK ) begin i <= i + 1'b1; end
					 4'd12 :
					 begin i <= i + 1'b1; isDone <= 1'b1; isCount <= 1'b0; end
					 4'd13 :
					 begin i <= 4'd0; isDone <= 1'b0; end
				endcase
	 assign Count_Sig = isCount;
	 assign RX_Data = rData;
	 assign RX_Done_Sig = isDone;
endmodule
module rx_module
(
    CLK, RSTn,
    RX_Pin_In, RX_En_Sig,
	 RX_Done_Sig, RX_Data
);
   input CLK;
	 input RSTn;
	 input RX_Pin_In;
	 input RX_En_Sig;
	 output [7:0]RX_Data;
	 output RX_Done_Sig;
	 wire H2L_Sig;
	 detect_module U1
	 (
	     .CLK( CLK ),
		  .RSTn( RSTn ),
		  .RX_Pin_In( RX_Pin_In ),     
		  .H2L_Sig( H2L_Sig )          
	 );
	 wire BPS_CLK;
	wire Count_Sig; 
	 rx_bps_module U2
	 (
	     .CLK( CLK ),
		  .RSTn( RSTn ),
		  .Count_Sig( Count_Sig ),    
		  .BPS_CLK( BPS_CLK )         
	 );
	 rx_control_module U3
	 (
	     .CLK( CLK ),
		  .RSTn( RSTn ),
		  .H2L_Sig( H2L_Sig ),       
		  .RX_En_Sig( RX_En_Sig ),   
		  .RX_Pin_In( RX_Pin_In ),   
		  .BPS_CLK( BPS_CLK ),       
		  .Count_Sig( Count_Sig ),     
		  .RX_Data( RX_Data ),         
		  .RX_Done_Sig( RX_Done_Sig )  
	 );
endmodule
```
==> reports/metrics.csv <==
stage,metric,value,unit
outcome,status,finished clean,
final_timing,setup_viol,0,
global_route,grt_pass1_vias,1309,
power_and_ir_drop,clockPowerShare,36.8,%
flow_run,cap_violations,0,
worst_setup_path,startpoint_type,flip-flop,
cts,clk_latency,0.27,ns
power_and_ir_drop,internal_power,486,uW
cts,cts_hold_buf,0,
worst_setup_path,crit_fanout,10,
finish,finalInstanceArea,2170,um2
global_route,grt_max_degree,29,
synth,ys_cells,183,
worst_hold_path,hold_class,reg -> reg,
die,io_pins,13,
synth,synth_cell_types,37,
power_and_ir_drop,p_sw,121,uW
placement,hpwlAfterDp,2.54,mm
cts,cts.path.max_buffers,2,
synth,synth_area,1800,um2
route,drt_pre_antenna_iters,4,
power_and_ir_drop,peakVddDrop,201,uV
synth,ys_ff,28,
synth,syn_inst,183,
synth,async_flop_share,100,%
route,first_iter_violations,55,
die,placementRows,32,
power_and_ir_drop,p_comb_share,2.6,%
worst_setup_path,end_kind,flip-flop,
finish,mostFrequentLayoutCells,"26 x dfrtp_1, 21 x nor2_1, 16 x ha_1",
global_route,grt-ovfl-total,0,
route,routedWlPerCell,11.2,um
power_and_ir_drop,p_leak,0.865,nW
worst_setup_path,rr_worst_depth,11,
global_route,grt_pass1_wl,6.20,mm
die,dieHeight,110,um
final_timing,relSlewSlack,44.6,%
final_timing,fmax,346,MHz
final_timing,fin_ws,0.211,ns
finish,syn2layout_area_growth,20.5,%
final_timing,tightestPinTransition,0.821,ns
placement,io_buffer_count,12,
global_route,grt_util_all_layers,6.13,%
placement,place_area,2070,um2
finish,stdcell_count,302,
cts,cts_tree,yes,
worst_setup_path,crit_type,reg -> reg,
route,antennaDiodeCount,0,
synth,ys_chip_area,1800,um2
final_timing,post-route-period-util,93.2,%
cts,numCtsBuffers,3,
cts,cts_max_level,1,
finish,layout_top_cell,dfrtp_1,
synth,avgSynthCellArea,9.83,um2
cts,cts.sinks,28,
finish,drive_above_1_share,12.0,%
die,fp.dieW,110,um
die,core_area,7810,um2
final_timing,maxSlewViolCount,0,
synth,synth_warnings,3,
route,drc_errors,0,
flow_run,warning_count,32,
worst_hold_path,hold_depth,0,
route,vias_per_cell,4.34,
final_timing,holdWs,0.367,ns
power_and_ir_drop,switching_share,19.9,%
placement,pre_cts_slack,0.0235,ns
placement,place_inst,297,
route,num_vias,1311,
final_timing,fin_crit,2.89,ns
cts,clkTransAtPathRegs,0.10,ns
final_timing,hold_viol,0,
route,finalWirelength,3.39,mm
power_and_ir_drop,p_seq_share,60.6,%
final_timing,skew,0.0118,ns
synth,postSynthSeqShare,39.1,%
worst_setup_path,required,3.25,ns
synth,yosys_most_used_dff,dfrtp_1,
route,drtAntennaViolNets,0,
worst_setup_path,cp_data_arrival_time,3.04,ns
synth,synth-edff-count,0,
die,chip_area,12100,um2
cts,cts.root.buffer_cell,clkbuf_8,
die,initCoreUtil,23.0,%
placement,place_congestion,0.867,
global_route,antenna_found_initial,0,
power_and_ir_drop,power_per_cell_area,280,nW/um2
[final timing paths]
check                                         start                 endpoint  slack (ns)
worst min-delay path            U1.H2L_F1$_DFF_PN1_      U1.H2L_F2$_DFF_PN1_        0.37
worst max-delay path            U3.i[2]$_DFFE_PN0P_  U3.rData[7]$_DFFE_PN0P_        0.21
min in group asynchronous                      RSTn      U3.i[3]$_DFFE_PN0P_        0.71
max in group asynchronous                      RSTn      U1.H2L_F1$_DFF_PN1_        2.06
worst min register to register  U1.H2L_F1$_DFF_PN1_      U1.H2L_F2$_DFF_PN1_        0.37
worst max register to register  U3.i[2]$_DFFE_PN0P_  U3.rData[7]$_DFFE_PN0P_        0.21
[through the flow]
| step | TNS (ns) | util, % | total power [mW] |
|---|---|---|---|
| floorplan | 0 | - | 0.376 |
| global placement | 0 | 26.5 | 0.392 |
| detailed placement | 0 | 26.5 | 0.392 |
| CTS | 0 | 27.2 | 0.619 |
| global route | -0.000775 | 27.8 | 0.639 |
| finish | 0 | 27.8 | 0.607 |
[power by group through the flow]
stage / Clock (mW) / Combinational [mW] / Sequential, mW
after CTS: 0.234 / 0.0169 / 0.368
after global routing: 0.252 / 0.0188 / 0.368
final: 0.223 / 0.0157 / 0.368
[synth_stat cells, drive strengths merged (6+ instances only)]
| cell type | instances | area (um2) |
|---|---|---|
| dfrtp | 26 | 651 |
| nor2 | 21 | 78.8 |
| ha | 16 | 200 |
| nand2 | 13 | 48.8 |
| inv | 12 | 45.0 |
| nand3 | 12 | 60.1 |
| mux2 | 10 | 113 |
| xnor2 | 9 | 78.8 |
| nand4 | 7 | 58.8 |
| a31oi | 6 | 37.5 |
| xor2 | 6 | 52.6 |
[cell type report]
cell class | count | area [um2]
Clock buffer | 4 | 55.1
Timing Repair Buffer | 19 | 173
Multi-Input combinational cell | 137 | 1060
Fill cell | 802 | 5640
Sequential cell | 28 | 703
Inverter | 12 | 45.0
Tap cell | 102 | 128
[critical path, cell delays in order (launching register included)]
cell      delay (ns)
dfrtp_1         0.39
inv_1           0.15
ha_1            0.22
xnor2_2         0.13
buf_4           0.20
nand3_1         0.09
ha_1            0.31
nor4bb_1        0.29
nand4_1         0.23
buf_4           0.20
nor3_1          0.23
mux2_1          0.34
[logic make-up after synthesis]
group           Yosys count  synth area share (%)
compound gates           17                  6.33
buf+inv                  18                  3.96
simple gates             79                  25.9
mux                      10                  6.26
flops                    28                  39.1
xor+xnor                 15                  7.30
fa+ha+maj                16                  11.1
[state kept, by name (all words and copies together), names as in the netlist]
register,flops
U3.rData,8
U3.i,4
U3.isDone,1
U1.H2L_F1,1
U1.H2L_F2,1
U2.Count_BPS,12
U3.isCount,1
[repair_timing]
item,CTS,global route
gates resized,1,7
setup buffers,0,1
setup endpoints to repair,1,6
pin swaps,0,1
[layer usage]
layer	global-route usage [%]	up-vias	part of all wire, %
met5	0	-	0
met4	0.558	0	0.50
met3	2.00	2	5.5
met2	8.30	19	40
met1	9.60	613	54
li1	-	677	-
Power is estimated from default activity; no workload was simulated.
